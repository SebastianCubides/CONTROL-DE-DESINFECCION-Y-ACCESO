File: /design/flow/config.mk
export PLATFORM = sky130hd
export DESIGN_NAME = TOP
export DESIGN_NICKNAME = TOP
export VERILOG_FILES = /design/flow/design.v
export SDC_FILE = /design/flow/constraint.sdc
export NUM_CORES = 4
export LEC_CHECK = 1
export CORE_UTILIZATION = 50
File: /design/flow/run.sh
#!/bin/bash
# OpenROAD 26Q1-2900-gdf79404cd8, Yosys 0.63+post, stock flow scripts
make -C /OpenROAD-flow-scripts/flow DESIGN_CONFIG=/design/flow/config.mk WORK_HOME=/design/flow/orfs finish
File: /design/flow/design.v
module UART_BaudRate_generator(Clk, Rst_n, Tick, BaudRate);
input          Clk         ;  
input          Rst_n       ;  
input [15:0]   BaudRate    ;  
output         Tick        ;  
reg [15:0]     baudRateReg ;  
always @(posedge Clk or negedge Rst_n)
    if (!Rst_n) baudRateReg <= 16'b1;
    else if (Tick) baudRateReg <= 16'b1;
         else baudRateReg <= baudRateReg + 1'b1;
assign Tick = (baudRateReg == BaudRate);
endmodule
module UART_rs232_rx (Clk,Rst_n,RxEn,RxData,RxDone,Rx,Tick,NBits); 
input Clk, Rst_n, RxEn,Rx,Tick;			 
input [3:0]NBits;								 
output RxDone;									 
output [7:0]RxData;							 
parameter  IDLE = 1'b0, READ = 1'b1; 	 
reg [1:0] State, Next;						 
reg  read_enable = 1'b0;					 
reg  start_bit = 1'b1;						 
reg  RxDone = 1'b0;							 
reg [4:0]Bit = 5'b00000;					 
reg [3:0] counter = 4'b0000;				 
reg [7:0] Read_data= 8'b00000000;		 
reg [7:0] RxData;								 
always @ (posedge Clk or negedge Rst_n) 
begin
if (!Rst_n)	State <= IDLE;					 
else 		State <= Next;						 
end
always @ (State or Rx or RxEn or RxDone)
begin
    case(State)	
	IDLE:	if(!Rx & RxEn)		
		Next = READ;	 
		else			
		Next = IDLE;
	READ:	if(RxDone)
		Next = IDLE; 	 
		else			
		Next = READ;
	default Next = IDLE;
    endcase
end
always @ (State or RxDone)
begin
    case (State)
	READ: begin
		read_enable <= 1'b1;	 
	      end
	IDLE: begin
		read_enable <= 1'b0;	 
	      end
    endcase
end
always @ (posedge Tick) begin
	if (read_enable)
	begin
		RxDone <= 1'b0;								 
		counter <= counter+1;						 
		if ((counter == 4'b1000) & (start_bit)) 
		begin
			start_bit <= 1'b0;
			counter <= 4'b0000;
		end
		if ((counter == 4'b1111) & (!start_bit) & (Bit < NBits))	 
		begin
			Bit <= Bit+1;
			Read_data <= {Rx,Read_data[7:1]};
			counter <= 4'b0000;
		end
		if ((counter == 4'b1111) & (Bit == NBits)  & (Rx))	 
		begin
			Bit <= 4'b0000;
			RxDone <= 1'b1;
			counter <= 4'b0000;
			start_bit <= 1'b1;						 
		end
	end
end
always @ (posedge Clk)
begin
if (NBits == 4'b1000)
begin
RxData[7:0] <= Read_data[7:0];	
end
if (NBits == 4'b0111)
begin
RxData[7:0] <= {1'b0,Read_data[7:1]};	
end
if (NBits == 4'b0110)
begin
RxData[7:0] <= {1'b0,1'b0,Read_data[7:2]};	
end
end
endmodule
module UART_rs232_tx (Clk,Rst_n,TxEn,TxData,TxDone,Tx,Tick,NBits); 
input Clk, Rst_n, TxEn,Tick;	 
input [3:0]NBits;					 
input [7:0]TxData;				 
output Tx;
output TxDone;
parameter  IDLE = 1'b0, WRITE = 1'b1; 
reg  State, Next;							  
reg  TxDone = 1'b0;						  
reg  Tx;										  
reg write_enable = 1'b0;				  
reg start_bit = 1'b1;				 	  
reg stop_bit = 1'b0;						  
reg [4:0] Bit = 5'b00000;				  
reg [3:0] counter = 4'b0000;		     
reg [7:0] in_data=8'b00000000;		  
reg [1:0] R_edge;			              
wire D_edge;								  
always @ (posedge Clk or negedge Rst_n) 
begin
	if (!Rst_n)	
		State <= IDLE;				 	    
	else 		
		State <= Next;					 	 
end
always @ (State or D_edge or TxData or TxDone) 
begin
    case(State)	
	IDLE:	if(D_edge)		Next = WRITE;		 
		else			Next = IDLE;
	WRITE:	if(TxDone)		Next = IDLE;  		 
		else			Next = WRITE;
	default 			Next = IDLE;
    endcase
end
always @ (State)
begin
    case (State)
	WRITE: begin
		write_enable <= 1'b1;	 
	end
	IDLE: begin
		write_enable <= 1'b0;	 
	end
    endcase
end
always @ (posedge Tick)
begin
	if (!write_enable)				 
	begin
	TxDone = 1'b0;
	start_bit <=1'b1;
	stop_bit <= 1'b0;
	end
	if (write_enable)				 
	begin
	counter <= counter+1;				 
	if(start_bit & !stop_bit)			 
	begin
	Tx <=1'b0;					 
	in_data <= TxData;				 
	end		
	if ((counter == 4'b1111) & (start_bit) )	 
	begin		
	start_bit <= 1'b0;
	in_data <= {1'b0,in_data[7:1]};
	Tx <= in_data[0];
	end
	if ((counter == 4'b1111) & (!start_bit) &  (Bit < NBits-1))	 
	begin		
	in_data <= {1'b0,in_data[7:1]};
	Bit<=Bit+1;
	Tx <= in_data[0];
	start_bit <= 1'b0;
	counter <= 4'b0000;
	end	
	if ((counter == 4'b1111) & (Bit == NBits-1) & (!stop_bit))	 
	begin
	Tx <= 1'b1;	
	counter <= 4'b0000;	
	stop_bit<=1'b1;
	end
	if ((counter == 4'b1111) & (Bit == NBits-1) & (stop_bit) )	 
	begin
	Bit <= 4'b0000;
	TxDone <= 1'b1;
	counter <= 4'b0000;
	end
	end
end
always @ (posedge Clk or negedge Rst_n)
begin
	if(!Rst_n)
	begin
	R_edge <= 2'b00;
	end
	else
	begin
	R_edge <={R_edge[0], TxEn};
	end
end
assign D_edge = !R_edge[1] & R_edge[0];
endmodule
module TOP(
    	Clk                     ,
    	Rst_n                   ,   
   	Rx                      ,    
    	Tx                      ,
	RxData		        ,
	);
input           Clk             ;  
input           Rst_n           ;  
input           Rx              ;  
output          Tx              ;  
output [7:0]    RxData          ;  
wire [7:0]    	TxData     	;  
wire          	RxDone          ;  
wire          	TxDone          ;  
wire            tick		;  
wire          	TxEn            ;
wire 		RxEn		;
wire [3:0]      NBits    	;
wire [15:0]    	BaudRate        ;  
assign 		RxEn = 1'b1	;
assign 		TxEn = 1'b1	;
assign 		BaudRate = 16'd325; 	 
assign 		NBits = 4'b1000	;	 
UART_rs232_rx I_RS232RX(
    	.Clk(Clk)             	,
   	.Rst_n(Rst_n)         	,
    	.RxEn(RxEn)           	,
    	.RxData(RxData)       	,
    	.RxDone(RxDone)       	,
    	.Rx(Rx)               	,
    	.Tick(tick)           	,
    	.NBits(NBits)
    );
UART_rs232_tx I_RS232TX(
   	.Clk(Clk)            	,
    	.Rst_n(Rst_n)         	,
    	.TxEn(TxEn)           	,
    	.TxData(TxData)      	,
   	.TxDone(TxDone)      	,
   	.Tx(Tx)               	,
   	.Tick(tick)           	,
   	.NBits(NBits)
    );
UART_BaudRate_generator I_BAUDGEN(
    	.Clk(Clk)               ,
    	.Rst_n(Rst_n)           ,
    	.Tick(tick)             ,
    	.BaudRate(BaudRate)
    );
endmodule
File: /design/flow/constraint.sdc
current_design TOP

set clk_period 2.7
set clk_io_pct 0.2

create_clock -name clk0 -period $clk_period [get_ports {Clk}]

set non_clock_inputs [all_inputs -no_clocks]
set_input_delay [expr $clk_period * $clk_io_pct] -clock clk0 $non_clock_inputs
set_output_delay [expr $clk_period * $clk_io_pct] -clock clk0 [all_outputs]
==> impl_metrics.tcl <==
# implementation run metrics
set metrics [dict create \
    drcViolationCount 0 \
    sequentialPowerShare 0.545 \
    p_per_area_nw_per_um2 287.8 \
    intPower_uw 650.1 \
    ant_nets 0 \
    antenna_found_initial 0 \
    synth_cell_type_count 36 \
    cts_buffer_depth 2 \
    total_power_uw 805.9 \
    tns_ps 0 \
    end_kind "flop" \
    cts_max_level 2 \
    comb_power_share 0.017 \
    yosys_warnings 11 \
    swShare 0.1934 \
    wl_met1_mm 1.758 \
    relSlewSlack 0.5989 \
    wl_per_cell_um 13.34 \
    grt_max_degree 29 \
    cts_resized 0 \
    drive_gt1_frac 0.06912 \
    synth_cells 198 \
    vias 1483 \
    maxCapViolCount 0 \
    cts_buffers 5 \
    synth_area_per_cell_um2 12.66 \
    unclocked_regs 33 \
    final_cell_mix "edfxtp_1 (29), nor2_1 (21), dfrtp_1 (19)" \
    crit_fanout 12 \
    firstDrtPassIters 4 \
    totalWireLength_mm 3.788 \
    drt_iter0_drc 66 \
    crit_type "flop to flop" \
    clk_pin_slew_ps 60 \
    post-dp-hpwl_mm 2.789 \
    p_leak_uw 0.001093 \
    lay_top_count "edfxtp_1" \
    min_period_ps 1984 \
    ff_type "edfxtp_1" \
    die-area_um2 5299 \
    setup_viol 0 \
    route.met3.wl_um 238 \
    vias_per_cell 5.222 \
    synthArstFlopShare 0.3387 \
    drv_slew 0 \
    synth_flops 62 \
    cts_root_buffer "clkbuf_8" \
    finalCritPeriodShare 0.7350 \
    fp_util 0.5237 \
    area_growth_pct 11.73 \
    clock_skew_ps 5.130 \
    vdd_drop_max_mv 0.2468 \
    worstHoldPathType "flop to flop" \
    globalplace.congestion 0.8027 \
    clock_latency_ps 270 \
    ys_cells 198 \
    die_x_um 72.80 \
    untimed_endpoints 71 \
    overflow 0 \
    clkPwrFrac 0.438 \
    status "completed" \
    ys_chip_area_um2 2506 \
    die_h_um 72.80 \
    netlist_area_um2 2506 \
    coreArea_um2 4786 \
    port_buffers 11 \
    required_ps 2860 \
    met2_length_mm 1.754 \
    rsz0062_at_grt "no" \
    antenna_cells 0 \
    p_switching_uw 155.8 \
    io_pins 12 \
    worst-r2r-setup-slack_ps 720 \
    cts_tree "yes" \
    synth-edff-count 29 \
    worst_pin_slew_ps 597.1 \
    cp.arrival_ps 2140 \
    rows 25 \
    critPathLaunchType "flop" \
    tool_warnings 28 \
    dr.max_layer_used "met4" \
    grtUsageTotal 0.1715 \
    grt_pass1_wl_mm 6.582 \
    hold_viol_final 0 \
    final_cell_count_no_fill 284 \
    cts_setup_buffers 0 \
    grt_pass1_vias 1481 \
    dp_cells 276 \
    cts_hold_buf 0 \
    fmax_mhz 503.9 \
]
[state kept, by name (all words and copies together), names as in the netlist, 2 cells and up]
register / cells
I_BAUDGEN.baudRateReg: 16
I_RS232RX.counter: 4
I_RS232RX.RxData: 8
I_RS232TX.R_edge: 2
I_RS232RX.Read_data: 8
I_RS232RX.Bit: 5
I_RS232TX.Bit: 5
I_RS232TX.counter: 4
I_RS232RX.State: 2
[layout make-up]
type                    count  area [um2]
fillers                   373        1986
flip-flops and latches     62        1634
multi-input cells         122       818.3
repair buffers             14       132.6
clock buffers               8       90.09
well taps                  67       83.83
inverters                  11       41.29
[critical path, cell delays in order (launching register included)]
cell     delay [ps]
dfrtp_1         450
or4_4           570
nor4_4          600
or4_1           200
nand2_1          50
[cell usage after synthesis, types with 5 or more instances]
| cell | count | share of area |
|---|---|---|
| xor2_1 | 11 | 0.038 |
| nand2_1 | 10 | 0.015 |
| dfxtp_1 | 11 | 0.088 |
| xnor2_1 | 12 | 0.042 |
| nand3_1 | 13 | 0.026 |
| nor2_1 | 21 | 0.031 |
| o21ai_0 | 5 | 0.010 |
| ha_1 | 8 | 0.040 |
| inv_1 | 11 | 0.016 |
| dfrtp_1 | 19 | 0.19 |
| edfxtp_1 | 29 | 0.35 |
[power groups by stage]
| stage | Clock [uW] | Sequential [uW] | Combinational (uW) |
|---|---|---|---|
| after CTS | 366 | 439 | 14.2 |
| after global routing | 385 | 439 | 16.4 |
| final | 353 | 439 | 13.7 |
[path summary, 6_finish.rpt]
check                                          from                   endpoint  depth (start not counted)
max                        I_BAUDGEN.baudRateReg[5]  I_BAUDGEN.baudRateReg[11]                          4
min                             I_RS232TX.R_edge[0]        I_RS232TX.R_edge[1]                          0
max reg2reg                I_BAUDGEN.baudRateReg[5]  I_BAUDGEN.baudRateReg[11]                          4
min reg2reg                     I_RS232TX.R_edge[0]        I_RS232TX.R_edge[1]                          0
max in group asynchronous                     Rst_n         I_RS232RX.State[0]                          2
min in group asynchronous                     Rst_n  I_BAUDGEN.baudRateReg[11]                          2
[logic make-up (layout without fill, tap and decap cells)]
group,Yosys count,after routing,synth area share
AOI/OAI and AO/OA,14,14,0.03495
xor gates and xnor gates,23,23,0.08038
adders and majority gates,8,8,0.03994
buffers and inverters,14,33,0.02147
DFF,61,61,0.6460
latches,1,1,0.005989
muxes,1,1,0.003994
other,1,1,0.001496
and+or+nand+nor,75,75,0.1657
[metrics by stage]
stage | cell area (um2) | worst slack (ps) | hold WS [ps] | util
2_1_floorplan | 2506 | 457.7 | 244.4 | -
3_3_place_gp | 2710 | 791.1 | 362.1 | 0.5663
3_5_place_dp | 2710 | 728.4 | 363.9 | 0.5663
4_1_cts | 2800 | 710.7 | 375.9 | 0.5851
5_1_grt | 2800 | 603.8 | 394.0 | 0.5851
6_report | 2800 | 715.6 | 372.6 | 0.5851
[layer usage]
metal / vias up / GRT usage
li1: 721 / -
met1: 718 / 0.2881
met2: 39 / 0.2461
met3: 5 / 0.05322
met4: 0 / 0.02614
met5: - / 0
